## run.sh

```bash
#!/bin/bash
# OpenROAD 26Q1-2900-gdf79404cd8, Yosys 0.63+post, stock flow scripts
make -C /OpenROAD-flow-scripts/flow DESIGN_CONFIG=/design/flow/config.mk WORK_HOME=/design/flow/orfs finish
```

## config.mk

```make
export PLATFORM = sky130hd
export DESIGN_NAME = RegFile
export DESIGN_NICKNAME = RegFile
export VERILOG_FILES = /design/flow/design.v
export SDC_FILE = /design/flow/constraint.sdc
export NUM_CORES = 4
export LEC_CHECK = 1
export CORE_UTILIZATION = 40
```

## constraint.sdc

```tcl
current_design RegFile

set clk_period 6.8
set clk_io_pct 0.2

create_clock -name clk0 -period $clk_period [get_ports {clk}]

set non_clock_inputs [all_inputs -no_clocks]
set_input_delay [expr $clk_period * $clk_io_pct] -clock clk0 $non_clock_inputs
set_output_delay [expr $clk_period * $clk_io_pct] -clock clk0 [all_outputs]
```

## design.v

```verilog
module RegFile (
    input wire clk,
    input stall,
    input reset,
    input wire we,  
    input wire [4:0] ra1,  
    input wire [4:0] ra2,  
    input wire [4:0] wa,  
    input wire [31:0] wd,  
    output reg [31:0] rd1,  
    output reg [31:0] rd2,  
    output reg [31:0] toEdge,
    output reg [4:0] ra1Out,
    output reg [4:0] ra2Out
);
    reg [31:0] regfile [31:0];  
    always @(posedge clk) begin
        regfile[5'b00000] <= 32'h0000_0000;
        if (we & wa != 5'b00000) begin
            regfile[wa] <= wd;
        end
        if (reset) begin
            ra1Out <= 5'b00000;
            ra2Out <= 5'b00000;
            rd1 <= 32'd0;
            rd2 <= 32'd0;
        end
        else if (stall) begin
            rd1 <= rd1;
            rd2 <= rd2;
            toEdge <= toEdge;
            ra1Out <= ra1Out;
            ra2Out <= ra2Out;
        end else begin
            rd1 <= regfile[ra1];
            rd2 <= regfile[ra2];
            toEdge <= regfile[5'b00001];
            ra1Out <= ra1;
            ra2Out <= ra2;
        end
    end
endmodule
```

==> report_table.html <==
<!-- implementation run metrics -->
<table>
<tr><th>Metric</th><th>Value</th></tr>
<tr><th colspan="2">Power and ir drop</th></tr>
<tr><td>Static leakage</td><td>18.6 nW</td></tr>
<tr><td>Power Dens Cells</td><td>267 nW/um^2</td></tr>
<tr><td>Total power after layout</td><td>15.4 mW</td></tr>
<tr><td>Worst VDD drop</td><td>0.000212 V</td></tr>
<tr><th colspan="2">Yosys</th></tr>
<tr><td>Synth area leaders</td><td>sky130_fd_sc_hd__edfxtp_1 (61%), sky130_fd_sc_hd__mux4_2 (17%), sky130_fd_sc_hd__mux2i_1 (5.3%), sky130_fd_sc_hd__dfxtp_1 (4.2%), sky130_fd_sc_hd__a22oi_1 (3.8%)</td></tr>
<tr><td>Yosys top cell area share</td><td>61.1%</td></tr>
<tr><td>Sequential share of the synthesized area</td><td>65.4%</td></tr>
<tr><td>Flops after synth</td><td>1130</td></tr>
<tr><td>Cells after Synth</td><td>2664</td></tr>
<tr><td>Yosys top cell by area</td><td>sky130_fd_sc_hd__edfxtp_1</td></tr>
<tr><td>Number of cell instances after yosys synthesis</td><td>2664</td></tr>
<tr><td>Per-instance average area after synthesis</td><td>18.9 sq um</td></tr>
<tr><td>Synth Cell Area</td><td>50300 sq um</td></tr>
<tr><td>Distinct cell type count after synthesis</td><td>30</td></tr>
<tr><td>Area reported by Yosys stat</td><td>50300 sq um</td></tr>
<tr><td>Yosys warnings</td><td>1</td></tr>
<tr><th colspan="2">Layout</th></tr>
<tr><td>Top Layout Cells</td><td>sky130_fd_sc_hd__edfxtp_1 (1024), sky130_fd_sc_hd__mux4_2 (384), sky130_fd_sc_hd__mux2i_1 (264)</td></tr>
<tr><td>Most used logic cell in the final layout</td><td>sky130_fd_sc_hd__edfxtp_1</td></tr>
<tr><td>Share of cells above drive strength 1</td><td>27.0%</td></tr>
<tr><td>Number of non-filler instances in the completed layout</td><td>4604</td></tr>
<tr><td>Share of the core filled with cells in the final layout</td><td>46.5%</td></tr>
<tr><td>Syn-to-layout area delta</td><td>15.0%</td></tr>
<tr><td>Final instance area</td><td>57800 sq um</td></tr>
<tr><th colspan="2">Die</th></tr>
<tr><td>Number of placement rows</td><td>129</td></tr>
<tr><td>Die height</td><td>357 um</td></tr>
<tr><td>Number of placed I/O pins</td><td>157</td></tr>
<tr><td>Core utilization before placement</td><td>40.5%</td></tr>
<tr><td>Die boundary width</td><td>357 um</td></tr>
<tr><td>Die Outline Area</td><td>127000 sq um</td></tr>
<tr><td>Core area</td><td>124000 sq um</td></tr>
<tr><th colspan="2">Setup path</th></tr>
<tr><td>Critical path launch point type</td><td>input port</td></tr>
<tr><td>Cell-by-cell trace of the critical path</td><td>clkbuf_8 -&gt; buf_4 -&gt; and2_2 -&gt; buf_4 -&gt; a22oi_1 -&gt; a32oi_1 -&gt; a31oi_1</td></tr>
<tr><td>Category of the worst setup path capture point</td><td>register</td></tr>
<tr><td>Standard cell with the maximum stage delay on the critical path</td><td>sky130_fd_sc_hd__buf_4</td></tr>
<tr><td>Internal reg-to-reg setup slack</td><td>5150 ps</td></tr>
<tr><td>Longest individual stage delay on the worst path</td><td>610 ps</td></tr>
<tr><td>Worst EP arrival</td><td>4230 ps</td></tr>
<tr><td>Cell repeated most along the worst path</td><td>sky130_fd_sc_hd__buf_4</td></tr>
<tr><td>Class of the most critical setup path</td><td>in2reg</td></tr>
<tr><td>Max FO, Critical Path</td><td>51</td></tr>
<tr><td>Data required time at the worst endpoint</td><td>7360 ps</td></tr>
<tr><th colspan="2">Run status</th></tr>
<tr><td>Outcome</td><td>complete, no violations</td></tr>
<tr><th colspan="2">Detailed routing</th></tr>
<tr><td>Post-route DRC</td><td>0</td></tr>
<tr><td>Ant. Diodes</td><td>0</td></tr>
<tr><td>Wirelength per Cell</td><td>34.9 um</td></tr>
<tr><td>First DRT Iteration DRCs</td><td>2089</td></tr>
<tr><td>Per-cell via count in the routed design</td><td>6.33</td></tr>
<tr><td>Sum of routed wire length over all layers</td><td>160000 um</td></tr>
<tr><td>Antenna violation net count after detailed routing</td><td>0</td></tr>
<tr><td>Via count</td><td>29100</td></tr>
<tr><td>Number of search-and-repair iterations in the first detailed-routing pass</td><td>5</td></tr>
<tr><th colspan="2">STA</th></tr>
<tr><td>Final slew viol count</td><td>0</td></tr>
<tr><td>Upper clock frequency limit</td><td>272 MHz</td></tr>
<tr><td>Final TNS setup</td><td>0 ps</td></tr>
<tr><td>Hold WS</td><td>471 ps</td></tr>
<tr><td>Final hold vios</td><td>0</td></tr>
<tr><td>Maximum clock skew at final layout</td><td>28.4 ps</td></tr>
<tr><td>RSZ-0062 raised after global routing</td><td>no</td></tr>
<tr><td>Post-layout period usage of the worst path</td><td>54.0%</td></tr>
<tr><td>Tightest slew margin relative to the limit</td><td>24.7%</td></tr>
<tr><td>Final setup violating endpoints</td><td>0</td></tr>
<tr><td>Minimum clock period</td><td>3670 ps</td></tr>
<tr><td>Transition time at the pin with the least slew margin</td><td>1130 ps</td></tr>
<tr><td>Worst setup margin</td><td>3130 ps</td></tr>
<tr><th colspan="2">Placed design</th></tr>
<tr><td>Worst Setup Slack post-DPL</td><td>2510 ps</td></tr>
<tr><td>Final weighted congestion of routability-driven global placement</td><td>0.922</td></tr>
<tr><td>Total cell area at the placement stage</td><td>54000 sq um</td></tr>
<tr><td>Total half-perimeter wirelength after legalization and detailed placement</td><td>92100 um</td></tr>
<tr><td>Number of cells in the design after placement</td><td>4388</td></tr>
<tr><td>Count of port buffers added during placement</td><td>156</td></tr>
<tr><th colspan="2">Global routing</th></tr>
<tr><td>Aggregate global-route resource usage</td><td>27.9%</td></tr>
<tr><td>Maximum number of pins on one net before global-route repair</td><td>82</td></tr>
<tr><td>Global-route wire length before repair</td><td>229000 um</td></tr>
<tr><td>Number of global-route vias before repair</td><td>32400</td></tr>
<tr><td>Total gr overflow</td><td>0</td></tr>
<tr><td>Number of antenna violations at the first check in global routing</td><td>3</td></tr>
<tr><th colspan="2">Clock tree</th></tr>
<tr><td>Buffer type at the clock tree root</td><td>sky130_fd_sc_hd__clkbuf_16</td></tr>
<tr><td>Hold_buf cts</td><td>0</td></tr>
<tr><td>CTS H-tree depth</td><td>3</td></tr>
<tr><td>Clock network latency to the later pin of the worst-skew pair</td><td>730 ps</td></tr>
<tr><td>Bufs on Longest Clock Path</td><td>3</td></tr>
<tr><td>TritonCTS clock tree</td><td>yes</td></tr>
<tr><td>Cts bufs inserted</td><td>115</td></tr>
<tr><td>Clock slew at reported path FFs</td><td>60 ps</td></tr>
<tr><td>Cell resize tally after clock tree synthesis</td><td>0</td></tr>
<tr><td>Buffers inserted by post-CTS timing repair</td><td>0</td></tr>
<tr><td>Clock sink count</td><td>1130</td></tr>
<tr><th colspan="2">Min path</th></tr>
<tr><td>Class of the tightest hold or removal check</td><td>reg2reg</td></tr>
<tr><th colspan="2">Job</th></tr>
<tr><td>Tool warning count</td><td>26</td></tr>
<tr><td>Total of max-cap violations</td><td>0</td></tr>
</table>
kinds of logic (layout without fill, tap and decap cells):
logic type,after synthesis,after routing,synth area share (%)
buffers and inverters,223,495,2.78
other,1,32,0.00746
AND-OR/OR-AND,450,450,6.71
flip-flops,1130,1130,65.4
AND/OR/NAND/NOR,148,148,1.26
multiplexers,712,712,23.9
synth_stat cells, drive strengths merged:
cell type,instances
nand3,2
nand2b,2
a21o,64
inv,2
nor2,54
a22oi,256
nand3b,5
mux2,64
dfxtp,106
conb,1
or3,1
mux2i,264
edfxtp,1024
a21oi,2
buf,105
or2,2
or3b,2
nand2,68
nor2b,8
mux4,384
a32oi,64
and2,4
clkbuf,116
a31oi,64
flip-flops by register name, summed over array words and instances (netlist names):
name and flops:
ra1Out 5, ra2Out 5, rd1 32, rd2 32, regfile 1024, toEdge 32
critical path, delay by kind of cell:
kind	cells	cell delay, ps
AOI/OAI and AO/OA	3	590
buffers and inverters	3	1570
and+or+nand+nor	1	520
power breakdown:
group / switching, mW / total, mW / internal (mW)
logic: 0.724 / 1.25 / 0.527
clock network: 2.66 / 6.42 / 3.75
registers: 0.0901 / 7.78 / 7.69
total: 3.48 / 15.4 / 12.0
routing by layer:
layer	GRT usage [%]	vias up	routed length (um)	share of wire [%]
met5	5.15	-	912	0.57
met4	6.18	34	4620	2.9
met3	24.5	307	32200	20
met2	39.2	2411	72200	45
met1	32.3	14600	50500	31
li1	-	11800	-	-
path summary, 6_finish.rpt:
| path | from | endpoint | depth (start not counted) |
|---|---|---|---|
| min reg2reg | ra2Out[4] | ra2Out[4] | 2 |
| max reg2reg | regfile[1][10] | rd2[10] | 4 |
| max | ra1[2] | rd1[31] | 7 |
| min | ra2Out[4] | ra2Out[4] | 2 |
final cells by class:
type | count | area (sq um)
fill | 10100 | 66500
clock inverter | 52 | 554
timing repair buffer | 277 | 2560
inverter | 2 | 7.51
clock buffer | 164 | 3280
tap | 1637 | 2050
sequential | 1130 | 32900
multi-input combinational | 1342 | 16500
Power and IR drop assume default switching activity.
