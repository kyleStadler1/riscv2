[./run.sh]
#!/bin/bash
# OpenROAD 26Q1-2900-gdf79404cd8, Yosys 0.63+post, stock flow scripts
make -C /OpenROAD-flow-scripts/flow DESIGN_CONFIG=/design/flow/config.mk WORK_HOME=/design/flow/orfs finish
[./config.mk]
export PLATFORM = sky130hd
export DESIGN_NAME = RomIO
export DESIGN_NICKNAME = RomIO
export VERILOG_FILES = /design/flow/design.v
export SDC_FILE = /design/flow/constraint.sdc
export NUM_CORES = 4
export LEC_CHECK = 1
export CORE_AREA = 10 10 87 87
export DIE_AREA = 0 0 97 97
[./constraint.sdc]
current_design RomIO

set clk_period 4.6
set clk_io_pct 0.2

create_clock -name clk0 -period $clk_period

set non_clock_inputs [all_inputs -no_clocks]
set_input_delay [expr $clk_period * $clk_io_pct] -clock clk0 $non_clock_inputs
set_output_delay [expr $clk_period * $clk_io_pct] -clock clk0 [all_outputs]
[./design.v]
module RomIO #(
    parameter DATA0 = 32'h37010080,
    parameter DATA1 = 32'h93001000,
    parameter DATA2 = 32'h93002000,
    parameter DATA3 = 32'h93004000,
    parameter DATA4 = 32'h93005000,
    parameter DATA5 = 32'h93006000,
    parameter DATA6 = 32'h23201100,
    parameter DATA7 = 32'h93007000,
    parameter DATA8 = 32'h93008000,
    parameter DATA9 = 32'h93009000,
    parameter DATA10 = 32'h9300a000,
    parameter DATA11 = 32'h9300b000,
    parameter DATA12 = 32'h9300c000,
    parameter DATA13 = 32'h83201100,
    parameter DATA14 = 32'h9300d000,
    parameter DATA15 = 32'h9300e000,
    parameter DATA16 = 32'h9300f000,
    parameter DATA17 = 32'hb3801000,
    parameter DATA18 = 32'hb3801000,
    parameter STALL = 32'hb3800000
)(
    input clk,
    input [31:0] addrA,
    output [31:0] doutA,
    output [31:0] addrOutA,
    output readValidA,
    input [31:0] addrB,
    output [31:0] doutB,
    output [31:0] addrOutB,
    output readValidB,
    output ready
);
    assign ready = 1'b1;
    assign readValidA = 1'b1;
    assign addrOutA = addrA;
    assign readValidB = 1'b1;
    assign addrOutB = addrB;
    wire [31:0] selA = {addrA[31:2], 2'b00};
    assign doutA = 
        (selA == 32'h0000_0000) ? DATA0 :
        (selA == 32'h0000_0004) ? DATA1 :
        (selA == 32'h0000_0008) ? DATA2 :
        (selA == 32'h0000_000C) ? DATA3 :
        (selA == 32'h0000_0010) ? DATA4 :
        (selA == 32'h0000_0014) ? DATA5 :
        (selA == 32'h0000_0018) ? DATA6 :
        (selA == 32'h0000_001C) ? DATA7 :
        (selA == 32'h0000_0020) ? DATA8 :
        (selA == 32'h0000_0024) ? DATA9 :
        (selA == 32'h0000_0028) ? DATA10 :
        (selA == 32'h0000_002C) ? DATA11 :
        (selA == 32'h0000_0030) ? DATA12 :
        (selA == 32'h0000_0034) ? DATA13 :
        (selA == 32'h0000_0038) ? DATA14 :
        (selA == 32'h0000_003C) ? DATA15 :
        (selA == 32'h0000_0040) ? DATA16 :
        (selA == 32'h0000_0044) ? STALL :
        (selA == 32'h0000_0048) ? STALL : 
        STALL;
    wire [31:0] selB = {addrB[31:2], 2'b00};
    assign doutB = 
        (selB == 32'h0000_0000) ? DATA0 :
        (selB == 32'h0000_0004) ? DATA1 :
        (selB == 32'h0000_0008) ? DATA2 :
        (selB == 32'h0000_000C) ? DATA3 :
        (selB == 32'h0000_0010) ? DATA4 :
        (selB == 32'h0000_0014) ? DATA5 :
        (selB == 32'h0000_0018) ? DATA6 :
        (selB == 32'h0000_001C) ? DATA7 :
        (selB == 32'h0000_0020) ? DATA8 :
        (selB == 32'h0000_0024) ? DATA9 :
        (selB == 32'h0000_0028) ? DATA10 :
        (selB == 32'h0000_002C) ? DATA11 :
        (selB == 32'h0000_0030) ? DATA12 :
        (selB == 32'h0000_0034) ? DATA13 :
        (selB == 32'h0000_0038) ? DATA14 :
        (selB == 32'h0000_003C) ? DATA15 :
        (selB == 32'h0000_0040) ? DATA16 :
        (selB == 32'h0000_0044) ? STALL :
        (selB == 32'h0000_0048) ? STALL :
        STALL;
endmodule
==> results.cfg <==
; physical design summary
[global_route]
grt_pass1_wl_um = 8560
antenna_found_initial = 0
grt-ovfl-total = 0
grtUsageTotal_pct = 10.8
grt_max_degree = 14
grt_pass1_vias = 1569

[yosys]
syn_avg_cell_area_um2 = 7.01
yosys_warnings = 0
syn_inst = 219
ys_types = 31
yosys_area_mm2 = 0.00154
yosys_cells = 219
ys_seq_share_pct = 0
synth_area_mm2 = 0.00154

[power_and_ir_drop]
p_sw_share_pct = 32.0
power_density_mw_per_mm2 = 63.8
power.total_uw = 152
p_int_uw = 103
leakage_uw = 0.000913
switchingPower_uw = 48.5
peakVddDrop_mv = 0.0369
clock_power_share_pct = 0
share_comb_of_total_power_pct = 100.0
seqPwrFrac_pct = 0

[clocking]
ctsHoldBuffers = 0
ctsResizeCount = 0
cts_setup_buffers = 0

[min_path]
hold_path_class = input pin to output port
min_from = addrA[0]

[timing]
whs_ns = 1.84
setup_viol = 0
finalMaxSlewViolations = 0
rsz0062_at_grt = no
fin_setup_tns_ns = 0
period_needed_ns = 4.03
hold_viol_final = 0
fmax_mhz = 248
finalCritPeriodShare_pct = 87.5

[worst_setup_path]
crit_chain = clkdlybuf4s50_1, nor4_1, and4_1, nand4_4, or4b_1, clkdlybuf4s50_1
required_ns = 3.68
path_buffers = 2
max_stage_delay_ns = 0.54
slowest_stage = or4b_1
crit_arrival_ns = 3.11
cp_max_fo = 10
startpoint = addrA[21]
path_class = input pin to output port
worst_path_most_repeated_cell = clkdlybuf4s50_1
crit_family = simple AND/OR/NAND/NOR gates
cp-start-kind = input pin
setup.worst_path.end_class = output port

[final_layout]
area_delta_synth_final_pct = 54.8
drive_above_1_share_pct = 3.14
nClkBuffers = 0
seqCellArea_um2 = 0
ff_count = 0
fillers = 601

[route]
totalWireLength_um = 5690
vias_per_cell = 4.06
route.vias.total = 1457
drtAntennaViolNets = 0
post-route-drc-count = 0
first_iter_violations = 12
routedWlPerCell_um = 15.8
dr.pass1.iters = 4
diodes = 0

[place]
place_congestion = 0.788
place.port_buffers = 146
dp_hpwl_um = 5240

[outcome]
outcome = finished clean

[floorplan]
die-area_mm2 = 0.00941
core_mm2 = 0.00564
die_y_um = 97
std_cell_rows = 27
fp_util_pct = 27.2
die_x_um = 97
pin_count = 196

[run]
tool_warnings = 33
maxCapViolations = 0
cell families after synthesis:
group	synth area share, %
compound gates	12.8
simple gates	26.7
buf+inv	57.2
fa+ha+maj	1.30
mux	1.47
other cells	0.489
final cells by class:
class              count  area [µm²]  area share (%)
inverters              6        22.5           0.947
repair buffers       146        1460            61.5
well taps             72        90.1            3.79
multi-input cells    135         803            33.8
synthesized netlist by cell type, drive strengths merged, types with 3 or more instances:
master  number  share of area [%]
or4b         3                2.0
nand2b       4                1.6
nor3         6                2.0
buf        111                 54
a21o         4                2.0
nor2b        3                1.2
inv          6                1.5
clkbuf       6                1.5
nor2        18                4.4
a21oi       10                3.3
a21boi       3                1.5
nand3        5                1.6
nand2        4               0.98
nor4        10                7.4
o32a         3                2.0
cells in the final DEF, fill, tap and decap left out:
cell             Yosys  routed
a21boi_0             3       3
a21o_1               3       3
a21o_2               1       1
a21oi_1             10      10
a22oi_1              2       2
a2bb2oi_1            1       1
and2_1               2       2
and4_1               2       2
clkdlybuf4s50_1      0     146
conb_1               2      41
inv_1                6       6
maj3_1               2       2
mux2_2               2       2
nand2_1              4       4
nand2b_1             4       4
nand3_1              5       5
nand4_4              2       2
nor2_1              18      18
nor2b_1              3       3
nor3_1               6       6
nor4_1               6       6
nor4_2               1       1
nor4_4               3       3
o21a_1               2       2
o21ai_0              2       2
o21bai_1             1       1
o22ai_1              1       1
o32a_1               3       3
or3_1                2       2
or4b_1               3       3
final timing paths:
path | endpoint | cells past startpoint
setup / recovery | doutA[31] | 6
hold / removal | addrOutA[0] | 0
power by group through the flow:
stage | clock, µW | combinational [µW] | sequential [µW]
CTS | 0 | 156 | 0
global route | 0 | 167 | 0
finish | 0 | 152 | 0
through the flow:
stage / setup slack [ns] / util, % / instances / cell area [µm²]
after floorplan: 1.69 / - / 258 / 1680
after global placement: 0.548 / 42.1 / 359 / 2380
after detailed placement: 0.541 / 42.1 / 359 / 2380
after CTS: 0.531 / 42.1 / 359 / 2380
after global routing: 0.423 / 42.1 / 359 / 2380
final: 0.575 / 42.1 / 359 / 2380
per-layer routing:
layer,global-route usage [%],vias up,share of wire [%]
met3,3.80,0,8.8
met5,0,-,0
met4,0,0,0
met1,12.3,621,40
li1,-,744,-
met2,19.8,92,51
Power figures rest on the tool's default switching activity, not on a simulated workload.
